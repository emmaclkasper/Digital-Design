**config.mk**
```make
export PLATFORM = sky130hd
export DESIGN_NAME = LaserD
export DESIGN_NICKNAME = LaserD
export VERILOG_FILES = /design/flow/design.v
export SDC_FILE = /design/flow/constraint.sdc
export NUM_CORES = 4
export LEC_CHECK = 1
export CORE_AREA = 10 10 101 101
export DIE_AREA = 0 0 111 111
```
**constraint.sdc**
```tcl
current_design LaserD

set clk_period 3.2
set clk_io_pct 0.2

create_clock -name clk0 -period $clk_period [get_ports {Clk}]

set non_clock_inputs [all_inputs -no_clocks]
set_input_delay [expr $clk_period * $clk_io_pct] -clock clk0 $non_clock_inputs
set_output_delay [expr $clk_period * $clk_io_pct] -clock clk0 [all_outputs]
```
**design.v**
```verilog
`timescale 1ns / 1ps
module LaserD(B, S, Rst, Clk, L, D);
	input B, S, Rst, Clk;
	output reg L;
	output reg [15:0]D;
	parameter S_OFF = 0, S_W1 = 1, S_ON1 = 2, S_W2 = 3, S_CALC = 4; 
	reg [15:0] Dctr;  
	reg [15:0] Dreg;  
	reg [2:0] State;
	always @(posedge Clk) begin
		if(Rst == 1)
			begin
				State <= S_OFF;
				Dctr <= 0;
				Dreg <= 0;
				D <= 0;
			end
		else
			begin
				case (State)
					S_OFF:
					begin
						L <= 0;
						D <= 0;
						Dreg <= 0;
						State <= S_W1;
					end
					S_W1:
					begin
							L <= 0;
							D <= 0;
							Dreg <= 0;
							Dctr <= 0;
							if(B == 1)
								State <= S_ON1;
							else
								State <= S_W1;
					end
					S_ON1:
					begin
							L <= 1;
							Dreg <= 0;
							Dctr <= 0;
							State <= S_W2;
					end
					S_W2:
					begin
							L <= 0;
							Dreg <= 0;
							if(S == 1)
								State <= S_CALC;
							else
							begin
								State <= S_W2;
								Dctr = Dctr + 16'b0000000000000001;
							end
					end
					S_CALC:
					begin
							L <= 0;
							Dreg = Dctr / 2;
							D <= Dreg;
							State <= S_W1;
					end
				endcase
			end
	end
endmodule
```
**run.sh**
```bash
#!/bin/bash
# OpenROAD 26Q1-2900-gdf79404cd8, Yosys 0.63+post, stock flow scripts
make -C /OpenROAD-flow-scripts/flow DESIGN_CONFIG=/design/flow/config.mk WORK_HOME=/design/flow/orfs finish
```
==> flow_summary.json <==
{
  "outcome": "completed",
  "first_iter_violations": 67,
  "netlist_area_um2": 1480,
  "hp-class": "reg -> reg",
  "tightest_slew_ps": 617,
  "core_um2": 8130,
  "ys_ff": 37,
  "maxCapViolations": 0,
  "final-hold-violation-count": 0,
  "wl_per_cell_um": 11.8,
  "post-route-util_pct": 23.2,
  "period_used_pct": 65.8,
  "cts_sinks": 37,
  "crit_path_end_kind": "flop",
  "area_growth_pct": 27.3,
  "slew_viol_final": 0,
  "cts_tree": "done",
  "cts-hold-fix-buffers": 0,
  "grt_pass1_vias": 1124,
  "dpl_worst_slack_ps": 838,
  "clk_latency_ps": 280,
  "grt_util_all_layers_pct": 5.47,
  "antenna_found_initial": 0,
  "cts_htree_levels": 2,
  "die_area_um2": 12300,
  "yosysSeqAreaShare_pct": 50.7,
  "async_flop_share_pct": 0,
  "synth-edff-count": 1,
  "holdWs_ps": 496,
  "setup_viol": 0,
  "cts.repair.resized": 0,
  "ys_cells": 158,
  "boundaryPins": 21,
  "syn_avg_cell_area_um2": 9.38,
  "drive_above_1_share_pct": 10.0,
  "ys_area_um2": 1480,
  "drc": 0,
  "clock.fmax_mhz": 475,
  "fp_util_pct": 18.2,
  "grt_start_max_net_pins": 20,
  "num_vias": 1173,
  "io_buffers": 19,
  "finalSetupTns_ps": 0,
  "crit_path_max_fanout": 10,
  "power.density_nw_per_um2": 453,
  "synth_cell_types": 42,
  "std_cell_rows": 33,
  "dp_hpwl_um": 2380,
  "finalCriticalPeriod_ps": 2110,
  "yosysWarnings": 1,
  "grt_overflow": 0,
  "gp_congestion": 0.804,
  "postCtsSetupRepairBufs": 0,
  "routed_wl_um": 3370,
  "grt_pass1_wl_um": 5640,
  "vdd_drop_max_mv": 0.141,
  "crit_required_ps": 3410,
  "postRouteAntennaNets": 0,
  "power_mw": 0.854,
  "p_leak_nw": 0.632,
  "clockBufferDepth": 2,
  "die_h_um": 111,
  "synth_cells": 158,
  "dieWidth_um": 111,
  "slew_headroom_pct": 58.8,
  "drt_first_pass_iters": 4,
  "flop_cell": "dfxtp_1",
  "arrival_ps": 2310,
  "setup_ws_ps": 1090,
  "clock-skew-final_ps": 3.52,
  "clockRootBuffer": "clkbuf_8",
  "diodes": 0,
  "warnings": 25,
  "rsz0062_at_grt": "no",
  "worstSetupStartpointType": "primary input",
  "viasPerCell": 4.12,
  "path_class": "in -> reg",
  "clkTransAtPathRegs_ps": 70,
  "cts_made_buffers": 5
}
-- stage by stage --
| step | std cells | area, µm² |
|---|---|---|
| final | 285 | 1890 |
| after global routing | 285 | 1890 |
| after CTS | 285 | 1890 |
| after detailed placement | 277 | 1780 |
| after global placement | 277 | 1780 |
| after floorplan | 158 | 1480 |
-- power by group --
part | internal, mW | switching (mW)
logic | 0.0136 | 0.0206
registers | 0.466 | 0.00387
clock network | 0.194 | 0.155
total | 0.674 | 0.179
-- cells in the mapped netlist (all sizes together), types with 2 or more instances --
cell type   n  area share, %
nor2b       2           0.84
o41ai       4            2.4
a21oi       6            2.0
a22oi      16            8.1
nand3       5            1.7
nand2b      2           0.84
o211ai      5            2.5
clkbuf      5            1.3
nand2       9            2.3
or4         2            1.1
dfxtp      36             49
nor3        3            1.0
buf         3            1.5
inv         5            1.3
o21ai       2           0.68
or3         5            2.2
nand4       3            1.3
nor2       25            6.3
-- area by class of cell --
| cell class | instances | area (µm²) |
|---|---|---|
| fill | 859 | 6250 |
| sequential | 37 | 751 |
| multi-input combinational | 108 | 671 |
| timing repair buffer | 22 | 213 |
| tap | 105 | 131 |
| clock buffer | 7 | 96.3 |
| inverter | 5 | 18.8 |
| clock inverter | 1 | 5.00 |
-- worst max-delay path, stage by stage --
cell and delay, ps:
clkdlybuf4s50_1 460, nand4b_4 220, or3_1 480, or3_1 350, a21oi_1 160
-- cell families after synthesis --
| kind of cell | after synthesis | synth area share [%] |
|---|---|---|
| compound gates | 39 | 19.2 |
| xor+xnor | 2 | 1.18 |
| fa+ha+maj | 1 | 0.844 |
| buf+inv | 13 | 4.05 |
| flops | 37 | 50.7 |
| mux | 2 | 1.44 |
| other cells | 1 | 0.253 |
| simple gates | 63 | 22.4 |
-- flip-flops by register name, indices dropped and copies added, names as in the netlist --
name and count:
D 15, Dctr 16, L 1, State 5
-- metal layers --
layer / global-route usage (%) / up-vias / part of all wire (%)
met5: 0 / - / 0
met4: 0.955 / 0 / 1.9
met3: 2.63 / 7 / 6.9
met2: 7.31 / 27 / 38
met1: 7.82 / 517 / 53
li1: - / 622 / -
-- final timing paths --
path / start / cells after the start / slack (ps) / to
max reg2reg: Dctr[1] / 5 / 1440 / Dctr[12]
max: S / 5 / 1090 / Dctr[12]
min reg2reg: Dctr[13] / 2 / 500 / Dctr[13]
min: Dctr[13] / 2 / 500 / Dctr[13]
-- placed cells by master (no fill, tap or decap), drive strengths merged, types with 4 or more instances in the layout --
master	instances
dfxtp	36
o211ai	5
clkbuf	7
a22oi	16
inv	5
nor2	25
nand3	5
clkdlybuf4s50	19
a21oi	6
nand2	9
o41ai	4
or3	5
Power is estimated from default activity; no workload was simulated.
