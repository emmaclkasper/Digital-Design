[/design/flow/run.sh]
#!/bin/bash
# OpenROAD 26Q1-2900-gdf79404cd8, Yosys 0.63+post, stock flow scripts
make -C /OpenROAD-flow-scripts/flow DESIGN_CONFIG=/design/flow/config.mk WORK_HOME=/design/flow/orfs finish
[/design/flow/constraint.sdc]
current_design TopThunderbird

set clk_period 4.3
set clk_io_pct 0.2

create_clock -name clk0 -period $clk_period [get_ports {Clk}]

set non_clock_inputs [all_inputs -no_clocks]
set_input_delay [expr $clk_period * $clk_io_pct] -clock clk0 $non_clock_inputs
set_output_delay [expr $clk_period * $clk_io_pct] -clock clk0 [all_outputs]
[/design/flow/design.v]
`timescale 1ns / 1ps
module ClkDiv(Clk, DivRst, ClkOut);
	input Clk, DivRst;
	output reg ClkOut;
	parameter BoardClk = 50000000; 
	parameter Clk_out = 1;  
	parameter MaxCount = BoardClk/(Clk_out);  
	reg [25:0] Counter = 0;  
	always @(posedge Clk)
	begin
		if(DivRst == 1)
			ClkOut <=0;
		else if (Counter == MaxCount-1) 
			begin
				Counter <= 0;
				ClkOut <= ~ClkOut;
			end
		else
			begin
			Counter <= Counter + 1'd1;
			end	
	end
endmodule
`timescale 1ns / 1ps
module Thunderbird2(L, R, Rs, Clk, LA, LB, LC, RA, RB, RC);
	input L, R, Rs, Clk;
	output reg LA, LB, LC, RA, RB, RC;
	parameter OFF = 0, ON1 = 1, ON2 = 2, ON3 = 3, ON4 = 4, ON5 = 5, ON6 = 6;
	reg[2:0] State, StateNext;
	always @(State, L, R) begin
		case(State)
			OFF: begin
				LA <= 0; LB <= 0; LC <= 0; RA <= 0; RB <= 0; RC <= 0;
				if (L <= 0 && R <= 0)
					StateNext <= OFF;
				else if (L <= 0 && R <= 1)
					StateNext <= ON4;
				else if (L <= 1 && R <= 0)
					StateNext <= ON1;
				else 
					StateNext <= OFF;
			end
			ON1: begin
				LA <= 1; LB <= 0; LC <= 0; RA <= 0; RB <= 0; RC <= 0;
				StateNext <= ON2;
			end
			ON2: begin
				LA <= 1; LB <= 1; LC <= 0; RA <= 0; RB <= 0; RC <= 0;
				StateNext <= ON3;
			end
			ON3: begin
				LA <= 1; LB <= 1; LC <= 1; RA <= 0; RB <= 0; RC <= 0;
				StateNext <= OFF;
			end
			ON4: begin
				LA <= 0; LB <= 0; LC <= 0; RA <= 1; RB <= 0; RC <= 0;
				StateNext <= ON5;
			end
			ON5: begin
				LA <= 0; LB <= 0; LC <= 0; RA <= 1; RB <= 1; RC <= 0;
				StateNext <= ON6;
			end
			ON6: begin
				LA <= 0; LB <= 0; LC <= 0; RA <= 1; RB <= 1; RC <= 1;
				StateNext <= OFF;
			end
			default: begin
				LA <= 0; LB <= 0; LC <= 0; RA <= 0; RB <= 0; RC <= 0;
				StateNext <= OFF;
			end
		endcase
	end 	
	always @(posedge Clk) begin
		if (Rs == 1)
			State <= OFF;
		else
			State <= StateNext;
	end
endmodule
`timescale 1ns / 1ps
module TopThunderbird(L, R, Rs, Clk, DivRst, LA, LB, LC, RA, RB, RC);
	input L, R, Rs, Clk, DivRst; 
	output LA, LB, LC, RA, RB, RC;
	wire ClkOut;
	ClkDiv RealClk(Clk, DivRst, ClkOut);
	Thunderbird2 Thunder(L, R, Rs, ClkOut, LA, LB, LC, RA, RB, RC);
endmodule
[/design/flow/config.mk]
export PLATFORM = sky130hd
export DESIGN_NAME = TopThunderbird
export DESIGN_NICKNAME = TopThunderbird
export VERILOG_FILES = /design/flow/design.v
export SDC_FILE = /design/flow/constraint.sdc
export NUM_CORES = 4
export LEC_CHECK = 1
export CORE_UTILIZATION = 30
==> results.txt <==
Run status = finished clean
CTS tree = yes
1st-iter DRT viols = 39
Share of cells above drive strength 1 = 5.455%
Grt ovf = 0
Crit path max-delay family = simple AND/OR/NAND/NOR gates
Top cell area share = 46.78%
CP Buf/Inv Count = 0
Vias in the first global route = 986
GRT Resource Usage Total = 9.970%
Via density = 4.660
CP Cell Sequence = or4b_1 > nor4_1 > and4b_1 > a311o_1 > o21ai_0
Post-CTS Setup Inserts = 0
Minimum clock period = 2.317 ns
Final setup TNS = 0 ns
Pwr per Cell Area = 271.6 nW/um^2
CTS Buf Count = 3
Yosys warns = 2
Cell area after synthesis = 1669 um^2
Combinational power share = 8.6%
Slowest CP cell = and4b_1
Area growth syn-to-layout = 13.04%
First-pass GRT wire length = 4.595 mm
Number of antenna violations at the first check in global routing = 0
Critical path class = flip-flop to flip-flop
Crit path capture type = flip-flop
Post-synth seq share = 56.37%
Max_cap viols = 0
Post-DP HPWL = 1.925 mm
GP Congestion = 0.8254
Fin crit share = 53.88%
Ant. Diodes = 0
Vias = 1,095
Clock buffer depth = 2
Largest driver fanout on the critical path = 17
Worst vdd ir = 0.0001411 V
Clk Latency, worst-skew pair = 0.27 ns
Worst Max-Slew Pin Slew = 0.6781 ns
Clock share of power = 27.5%
PostCTS Resize Cnt = 0
Setup violators final = 0
Register share of total power = 63.9%
Yosys stat cell total = 153
Post-synth EDFFs = 26
Chip Width = 76.59 um
Largest net degree at the start of global routing = 27
Root buffer cell = clkbuf_8
Num ports = 11
DRC = 0
CTS clk-pin slew, worst paths = 0.09 ns
Fmax achieved = 0.4316 GHz
Flops after synth = 34
Endpoints left unconstrained = 13
Fp util = 31.87%
Hold crit path type = flip-flop to flip-flop
Switching Share = 22.61%
Final std cells w/o fill = 235
LEAKAGE = 0.6333 nW
Synth Area per Inst = 10.91 um^2
OpenROAD warning count = 25
Yosys stat area = 1669 um^2
Slowest stage delay, CP = 0.64 ns
Synth async-reset ratio = 0%
Crit path required time = 4.32 ns
Port Buffers = 10
Startpoint Class = flip-flop
Chip footprint = 5866 um^2
Total wire length = 2.679 mm
Dominant Register Cell = edfxtp_1
Rel. slew slack = 54.55%
Area leader, netlist = edfxtp_1
H-tree levels = 1
Filler Cell Count = 534
Post-route antenna net violation count = 0
Hold Buf Count CTS = 0
Placed insts = 231
Distinct lib cells = 29
Pins Over Slew Limit = 0
Core Region = 5238 um^2
First drt pass iteration count = 4
Final Hold Vio Count = 0
Routed wire per std cell = 11.40 um
Post-synthesis cell count = 153
Die Y = 76.59 um
Psw = 0.1159 mW
Max Clock Skew = 0.004331 ns
RSZ-0062 raised after global routing = false
Most frequent cells in the layout = edfxtp_1, nor2_1, nand3_1, xnor2_1, xor2_1
Critical Path AT = 2.34 ns
Cell Rows = 26
Cell area leaders = edfxtp_1, dfxtp_1, xnor2_1
Internal = 0.3966 mW
Register pins left without a clock = 7
-- per-stage QoR --
step | total power, mW | hold slack [ns] | instance area, um^2 | setup WS (ns) | utilization, %
after global placement | 0.3779 | 0.5885 | 1842 | 2.024 | 35.16
after global routing | 0.5432 | 0.6461 | 1887 | 1.807 | 36.02
after floorplan | 0.3615 | 0.5657 | 1669 | 2.417 | -
after CTS | 0.5244 | 0.6175 | 1887 | 1.960 | 36.02
final | 0.5124 | 0.6188 | 1887 | 1.983 | 36.02
after detailed placement | 0.3781 | 0.5889 | 1842 | 1.995 | 35.16
-- power by group through the flow --
stage         sequential [mW]  clock [mW]  combinational [mW]
CTS                     0.327       0.152              0.0451
finish                  0.327       0.141              0.0443
global route            0.331       0.162              0.0504
-- flip-flops by register name, summed over array words and instances, names as in the netlist --
signal and flops:
RealClk.ClkOut 1, RealClk.Counter 26, Thunder.State 7
-- Yosys cell counts (3+ instances only) --
master / n
edfxtp_1: 26
nor2_1: 26
nand3_1: 16
xnor2_1: 13
xor2_1: 11
dfxtp_1: 8
nand2_1: 8
nand4_1: 8
inv_1: 5
nor2b_1: 5
nor4_1: 3
or3_1: 3
-- worst reg2reg max path, stage by stage (launching register included) --
cell      delay [ns]
edfxtp_1        0.46
or4b_1          0.54
nor4_1          0.15
and4b_1         0.64
a311o_1         0.20
o21ai_0         0.07
-- cell type report --
type	instances	area (um^2)	area share [%]
inverters	5	18.77	0.9947
clock buffers	4	45.04	2.387
well taps	70	87.58	4.642
multi-input cells	111	686.9	36.41
flip-flops and latches	34	940.9	49.87
repair buffers	11	107.6	5.703
-- path summary, 6_finish.rpt --
path,slack (ns),to,depth (start not counted),startpoint
hold / removal,0.62,RealClk.Counter[4],1,RealClk.Counter[4]
hold reg to reg,0.62,RealClk.Counter[4],1,RealClk.Counter[4]
setup reg to reg,1.98,RealClk.Counter[20],5,RealClk.Counter[18]
setup / recovery,1.98,RealClk.Counter[20],5,RealClk.Counter[18]
-- metal layers --
metal | wire [um] | GRT usage [%] | vias up
met5 | 0 | 0 | -
met4 | 21 | 0.9615 | 0
met3 | 90 | 2.311 | 2
met2 | 1113 | 14.23 | 16
met1 | 1453 | 16.71 | 506
li1 | - | - | 571
-- kinds of logic (layout without fill, tap and decap cells) --
group | Yosys count | in the layout | share of synthesized area, %
compound gates | 3 | 3 | 1.574
xor+xnor | 24 | 24 | 12.59
fa+ha+maj | 1 | 1 | 0.7495
buf+inv | 8 | 20 | 2.474
flops | 34 | 34 | 56.37
mux | 1 | 1 | 0.5997
simple gates | 82 | 82 | 25.64
Power is estimated from default activity; no workload was simulated.
